==> ./design.v <==
module numbers (
					input [7:0] address,
					output [7:0] data
				);
	logic [255:0][7:0] ROM = 
	{
		8'b00000000,
		8'b00000000,
		8'b00000000,
		8'b00000000,
		8'b00011110,
		8'b00110000,
		8'b01100000,
		8'b01100000,
		8'b01100000,
		8'b01111110,
		8'b01100011,
		8'b01100011,
		8'b01100011,
		8'b00111110,
		8'b00000000,
		8'b00000000,
		8'b00000000,
		8'b00000000,
		8'b00000000,
		8'b00000000,
		8'b00111110,
		8'b01100011,
		8'b01100011,
		8'b01100011,
		8'b01100011,
		8'b00111110,
		8'b01100011,
		8'b01100011,
		8'b01100011,
		8'b00111110,
		8'b00000000,
		8'b00000000,
		8'b00000000,
		8'b00000000,
		8'b00000000,
		8'b00000000,
		8'b00001100,
		8'b00001100,
		8'b00001100,
		8'b00001100,
		8'b00011000,
		8'b00110000,
		8'b01100000,
		8'b01100000,
		8'b01100011,
		8'b01111111,
		8'b00000000,
		8'b00000000,
		8'b00000000,
		8'b00000000,
		8'b00000000,
		8'b00000000,
		8'b00111110,
		8'b01100011,
		8'b01100011,
		8'b01100011,
		8'b01100011,
		8'b00111111,
		8'b00000011,
		8'b00000011,
		8'b00000110,
		8'b00011100,
		8'b00000000,
		8'b00000000,
		8'b00000000,
		8'b00000000,
		8'b00000000,
		8'b00000000,
		8'b00111110,
		8'b01100011,
		8'b01100000,
		8'b01100000,
		8'b01100000,
		8'b00111111,
		8'b00000011,
		8'b00000011,
		8'b00000011,
		8'b01111111,
		8'b00000000,
		8'b00000000,
		8'b00000000,
		8'b00000000,
		8'b00000000,
		8'b00000000,
		8'b01111000,
		8'b00110000,
		8'b00110000,
		8'b00110000,
		8'b01111111,
		8'b00110011,
		8'b00110110,
		8'b00111100,
		8'b00111000,
		8'b00110000,
		8'b00000000,
		8'b00000000,
		8'b00000000,
		8'b00000000,
		8'b00000000,
		8'b00000000,
		8'b00111110,
		8'b01100011,
		8'b01100000,
		8'b01100000,
		8'b01100000,
		8'b00111100,
		8'b01100000,
		8'b01100000,
		8'b01100011,
		8'b00111110,
		8'b00000000,
		8'b00000000,
		8'b00000000,
		8'b00000000,
		8'b00000000,
		8'b00000000,
		8'b01111111,
		8'b01100011,
		8'b00000011,
		8'b00000110,
		8'b00001100,
		8'b00011000,
		8'b00110000,
		8'b01100000,
		8'b01100011,
		8'b00111110,
		8'b00000000,
		8'b00000000,
		8'b00000000,
		8'b00000000,
		8'b00000000,
		8'b00000000,
		8'b01111110,
		8'b00011000,
		8'b00011000,
		8'b00011000,
		8'b00011000,
		8'b00011000,
		8'b00011000,
		8'b00011110,
		8'b00011100,
		8'b00011000,
		8'b00000000,
		8'b00000000,
		8'b00000000,
		8'b00000000,
		8'b00000000,
		8'b00000000,
		8'b00111110,
		8'b01100011,
		8'b01100011,
		8'b01100111,
		8'b01101111,
		8'b01111011,
		8'b01110011,
		8'b01100011,
		8'b01100011,
		8'b00111110,
		8'b00000000
	};
	assign data = ROM[address];
endmodule 
module alarm (
					input [4:0] address,
					output [63:0] data
				);
	logic [31:0][63:0] ROM = 
	{
			64'b1111111111111111111111111111111111111111111111111111111111111111,
			64'b1111111111111111111111111111111111111111111111111111111111111111,
			64'b0111111111111111111111111111111111111111111111111111111111111110,
			64'b0111111111000000000000000000000000000000000000000000001111111110,
			64'b0011111111100000000000000000000000000000000000000000011111111100,
			64'b0011111111100000000000000000011111100000000000000000011111111100,
			64'b0001111111111000000000000000011111100000000000000000111111111000,
			64'b0001111111111000000000000000011111100000000000000000111111111000,
			64'b0000111111111100000000000000011111100000000000000001111111110000,
			64'b0000111111111100000000000000011111100000000000000001111111110000,
			64'b0000011111111110000000000000011111100000000000000011111111100000,
			64'b0000011111111110000000000000000000000000000000000011111111100000,
			64'b0000001111111111000000000000000000000000000000000111111111000000,
			64'b0000001111111111000000000000000000000000000000000111111111000000,
			64'b0000000111111111100000000000000000000000000000001111111110000000,
			64'b0000000111111111100000000000011111100000000000001111111110000000,
			64'b0000000011111111110000000000011111100000000000011111111100000000,
			64'b0000000011111111110000000000011111100000000000011111111100000000,
			64'b0000000001111111111000000000011111100000000000111111111000000000,
			64'b0000000001111111111000000000011111100000000000111111111000000000,
			64'b0000000000111111111100000000011111100000000001111111110000000000,
			64'b0000000000111111111100000000011111100000000001111111110000000000,
			64'b0000000000011111111110000000011111100000000011111111100000000000,
			64'b0000000000011111111110000000011111100000000011111111100000000000,
			64'b0000000000001111111111000000011111100000000111111111000000000000,
			64'b0000000000001111111111000000011111100000000111111111000000000000,
			64'b0000000000000111111111100000011111100000001111111110000000000000,
			64'b0000000000000111111111100000011111100000001111111110000000000000,
			64'b0000000000000011111111110000011111100000011111111100000000000000,
			64'b0000000000000011111111110000011111100000011111111100000000000000,
			64'b0000000000000001111111111000011111100000111111111000000000000000,
			64'b0000000000000001111111111000011111100000111111111000000000000000,
			64'b0000000000000000111111111000011111100001111111110000000000000000,
			64'b0000000000000000011111111100000000000011111111100000000000000000,
			64'b0000000000000000001111111110000000000111111111000000000000000000,
			64'b0000000000000000000111111111000000001111111110000000000000000000,
			64'b0000000000000000000011111111100000011111111100000000000000000000,
			64'b0000000000000000000001111111111111111111111000000000000000000000,
			64'b0000000000000000000000111111111111111111110000000000000000000000,
			64'b0000000000000000000000011111111111111111100000000000000000000000
	};
	assign data = ROM[address];
endmodule 
==> ./run.sh <==
#!/bin/bash
# OpenROAD 26Q1-2900-gdf79404cd8, Yosys 0.63+post, stock flow scripts
make -C /OpenROAD-flow-scripts/flow DESIGN_CONFIG=/design/flow/config.mk WORK_HOME=/design/flow/orfs finish
==> ./config.mk <==
export PLATFORM = sky130hd
export DESIGN_NAME = numbers
export DESIGN_NICKNAME = numbers
export VERILOG_FILES = /design/flow/design.v
export SDC_FILE = /design/flow/constraint.sdc
export NUM_CORES = 4
export LEC_CHECK = 1
export CORE_AREA = 10 10 78 78
export DIE_AREA = 0 0 88 88
==> ./constraint.sdc <==
current_design numbers

set clk_period 3.2
set clk_io_pct 0.2

create_clock -name clk0 -period $clk_period

set non_clock_inputs [all_inputs -no_clocks]
set_input_delay [expr $clk_period * $clk_io_pct] -clock clk0 $non_clock_inputs
set_output_delay [expr $clk_period * $clk_io_pct] -clock clk0 [all_outputs]
==> results.yml <==
# physical design summary
status:
  status: "completed"
clock_network:
  cts_hold_buf: 0
synth:
  top_area_cell: "a21oi_1"
  synth.top_cells.by_count: "20 x a21oi_1, 15 x nand2_1, 13 x o21ai_0"
  yosys.stat.seqShare: 0
  synth_top_area_share: 0.09206
  syn_area_um2: 1087
  yosys.area_share.simple: 0.3049
  synth_cell_types: 46
  synth.most_common_cell: "a21oi_1"
  synth.avg_cell_area_um2: 6.143
  yosysWarnings: 1
  synth-xor-area-share: 0
  synth.area.top_cells: "a21oi_1 9.2%, ha_1 9.2%, o21ai_0 6.0%"
  ys_area_um2: 1087
  fa_ha_area_frac: 0.09206
  synth_cells: 177
  synth.logic.top_family: "AND-OR/OR-AND gates"
  ys_cells: 177
  aoi_share: 0.4396
  synthMuxAreaShare: 0.05524
route:
  vias: 1541
  first_pass_iters: 4
  drc: 0
  wl_per_cell_um: 15.33
  viasPerCell: 5.445
  wirelength_mm: 4.339
  antenna_cells: 0
  drt_iter0_drc: 142
  postRouteAntennaNets: 0
cells_and_area:
  design.seq.count: 0
  drive_gt1_frac: 0.3680
  comb_area_um2: 1122
  clkbuf_count: 0
  area_growth_pct: 65.36
  fillCellCount: 453
  seqCellArea_um2: 0
  fin_cells: 283
timing:
  post-route-period-util: 0.9813
  rsz0062_at_grt: "yes"
  report.final.slew_viol_count: 0
  max_freq_mhz: 318.4
  finalSetupViolations: 0
  holdWs_ns: 2.121
  min_period_ns: 3.140
  hold_violations: 0
place:
  gp_congestion: 0.9556
  hpwl_mm: 3.448
  dp.cells: 282
  port_buffers: 15
die:
  ios: 16
  die_x_um: 88
  rows: 24
  die_y_um: 88
  fp-utilization: 0.2463
  die_area_um2: 7744
  core_um2: 4414
power_and_ir_drop:
  p_leak_nw: 0.7962
  ir_drop_uv: 54.48
  powerDensity_nw_per_um2: 134.6
global_route:
  grt_pass1_vias: 1478
  overflow: 0
  antenna_found_initial: 0
  grt_pass1_wl_mm: 7.300
  grt_max_degree: 19
  grt.total_usage: 0.1134
flow_run:
  warnings: 40
  maxCapViolations: 0
worst_hold_path:
  holdPathStages: 7
  min_from: "address[3]"
  min_path_type: "input pin to output pin"
  min_to: "data[4]"
setup_path:
  cp_max_fo: 6
  startpoint_type: "input pin"
  path_class: "input pin to output pin"
  worst_setup_path_end_kind: "output pin"
  cp_data_required_time_ns: 2.56
  arrival_ns: 2.50
==> critical path, cell delays in order <==
cell	delay [ns]
clkbuf_2	0.10
buf_4	0.14
ha_2	0.16
and3b_2	0.25
or2_4	0.27
nor2b_4	0.14
nor4_1	0.30
nor3_2	0.07
clkdlybuf4s50_1	0.41
==> final cells by class <==
cell class | count | area share
multi-input combinational | 150 | 0.6242
timing repair buffer | 73 | 0.3229
tap | 52 | 0.03619
inverter | 8 | 0.01670
==> kinds of logic (layout without fill, tap and decap cells) <==
logic type                 Yosys count  in the layout
other                                1              1
adders and majority gates            8              8
buffers and inverters               27             81
muxes                                6              6
AOI/OAI and AO/OA                   72             72
and+or+nand+nor                     63             63
==> worst max-delay path by stage <==
stage	startpoint	slack, ns	cells past startpoint	to
after CTS	address[1]	-0.15	9	data[4]
after global routing	address[1]	-0.05	9	data[2]
final	address[1]	0.06	9	data[2]
==> power breakdown <==
part	leakage [nW]	switching, W	internal, W
sequential	0	0	0
clock	0	0	0
combinational	0.796	0.000120	0.000122
total	0.796	0.000120	0.000122
==> per-layer routing <==
metal | GRT usage | up-vias | part of all wire
met5 | 0 | - | 0
met4 | 0.01594 | 0 | 0.017
met3 | 0.003742 | 8 | 0.045
met2 | 0.1978 | 38 | 0.49
met1 | 0.1541 | 721 | 0.45
li1 | - | 774 | -
==> through the flow <==
| step | instance area [µm²] | setup WS [ns] | setup TNS, ns | utilization | power (W) |
|---|---|---|---|---|---|
| 2_1_floorplan | 1087 | 0.4201 | 0 | - | 0.0001118 |
| 5_1_grt | 1798 | -0.05383 | -0.05891 | 0.4073 | 0.0002639 |
| 4_1_cts | 1748 | -0.1536 | -0.3392 | 0.3960 | 0.0002309 |
| 3_5_place_dp | 1647 | -0.5181 | -3.278 | 0.3730 | 0.0002174 |
| 6_report | 1798 | 0.05976 | 0 | 0.4073 | 0.0002420 |
| 3_3_place_gp | 1647 | -0.5096 | -3.353 | 0.3730 | 0.0002204 |
==> placed cells by master, fill, tap and decap left out, drive strengths merged, types with 3 or more instances in the layout <==
master,n
a2111oi,3
a211o,5
a21oi,20
a31oi,3
buf,60
clkdlybuf4s50,5
dlygate4sd2,4
ha,8
inv,7
mux2i,6
nand2,15
nand2b,8
nand3,4
nor2,9
nor2b,8
nor3,6
o2111ai,4
o21a,3
o21ai,13
o22ai,3
==> what timing repair did <==
action / in CTS / in global routing
buffers inserted: 1 / 0
setup endpoints to repair: 7 / 6
pin swaps: 9 / 4
gates cloned: 0 / 0
resized: 36 / 24
No activity file was given, so power comes from the tool's default toggle rates.
